**/design/flow/run.sh**
```bash
#!/bin/bash
# OpenROAD 26Q1-2900-gdf79404cd8, Yosys 0.63+post, stock flow scripts
make -C /OpenROAD-flow-scripts/flow DESIGN_CONFIG=/design/flow/config.mk WORK_HOME=/design/flow/orfs finish
```
**/design/flow/design.v**
```verilog
module ALU(
	ALUResult, ALUFlags,
	ScrA, ScrB, ALUControl, InstrCode
	);
	input [31:0] ScrA, ScrB;
	input ALUControl;
	input [2:0] InstrCode;
	output reg [31:0] ALUResult;
	output reg ALUFlags;
	always@ (*) begin
		case(ALUControl)
			1'b0:  
				begin
					ALUResult = ScrA + ScrB;
					if(InstrCode == 3'b010)  
						ALUResult = ScrB;
				end
			1'b1:  
				ALUResult = ScrA - ScrB;
			default:  
				ALUResult <= 31'b0;
		endcase
		case(ALUResult)
			32'b0:
				ALUFlags = 1'b1;
			default:
				ALUFlags = 1'b0;
		endcase
	end
endmodule
module armreduced(
	input clk,
	input reset,
	output[31:0] pc,
	input[31:0] inst,
	input nIRQ,
	output[3:0] be,
	output[31:0] memaddr,
	output memwrite,
	output memread,
	output[31:0] writedata,
	input[31:0] readdata
	);
	assign be = 4'b1111;  
	assign memread = 'b1;  
	wire [31:0] SrcA;
	wire [31:0] D2;
	wire [31:0] ExtImm;
	wire [1:0] RegSrc;
	wire [1:0] ImmSrc;
	wire MemWrite;
	wire [31:0] SrcB;
	wire ALUSrc; 
	wire ALUControl;
	wire ALUFlags;
	wire RegWrite;
	wire MemtoReg;
	wire PCSrc;
	wire [31:0] Result;
	wire [31:0] ALUResult;
	wire [2:0] InstrCode;
	reg Flag_R;
	reg [31:0] PC_R;
	wire [31:0] PCPlus4 = PC_R + 4;
	wire [31:0] PCPlus8 = PC_R + 8; 
	assign pc = PC_R;
	ControlUnit cu (.PCSrc(PCSrc), .MemtoReg(MemtoReg), .MemWrite(MemWrite), .ALUControl(ALUControl), 
					.ALUSrc(ALUSrc), .ImmSrc(ImmSrc), .RegWrite(RegWrite), .RegSrc(RegSrc), .InstrCode(InstrCode),
					.Instr(inst), .Flags(Flag_R), .FlagWrite(FlagWrite));
	Extend ext (.ExtImm(ExtImm),
				.Instr(inst[23:0]), .ImmSrc(ImmSrc));
	ALU alu (.ALUResult(ALUResult), .ALUFlags(ALUFlags),
				.ScrA(SrcA), .ScrB(SrcB), .ALUControl(ALUControl), .InstrCode(InstrCode));
	wire [3:0] RA1 = (RegSrc[0] == 0 ? inst[19:16] : 4'b1111);
	wire [3:0] RA2 = (RegSrc[1] == 0 ? inst[3:0] : inst[15:12]);
	wire [3:0] RA3 = (InstrCode == 3'b111 ? 4'b1110 : inst[15:12]);
	wire [31:0] WD3 = (InstrCode == 3'b111 ? PCPlus4 : Result);
	RegisterFile rf (.RD1(SrcA), .RD2(D2),
						.CLK(clk), .A1(RA1), .A2(RA2), .A3(RA3), .R15(PCPlus8), 
						.WD3(WD3), .WE3(RegWrite), .InstrCode(InstrCode));
	assign SrcB = (ALUSrc == 0 ? D2 : ExtImm);  
	assign memwrite = MemWrite;
	assign memaddr = ALUResult;
	assign writedata = D2;
	assign Result = (MemtoReg == 0) ? ALUResult : readdata;
	always@(negedge clk) begin
		if(reset)
			begin
				PC_R = 32'b0;
				Flag_R = 1'b0;
			end
		else
			begin
				if(FlagWrite)
					begin
						Flag_R <= ALUFlags;
					end
				PC_R <= (PCSrc == 0 ? PCPlus4 : Result);
			end
	end
endmodule
module ControlUnit(
	PCSrc, MemtoReg, MemWrite, ALUControl, ALUSrc, ImmSrc, RegWrite, RegSrc, InstrCode, FlagWrite,
	Instr, Flags
	);
	input [31:0] Instr;
	input Flags;
	output PCSrc;
	output MemtoReg;
	output MemWrite;
	output ALUControl;
	output ALUSrc;
	output [1:0] ImmSrc;
	output RegWrite;
	output [1:0] RegSrc;
	output [2:0] InstrCode;
	output reg FlagWrite;
	reg [3:0] Cond;
	reg [1:0] Op;
	reg [5:0] Funct;
	reg [3:0] Rd;
	reg Zbit;
	reg [3:0] OpCode; 
	reg PCSrc_R;
	reg MemtoReg_R;
	reg MemWrite_R;
	reg ALUControl_R;
	reg ALUSrc_R;
	reg [1:0] ImmSrc_R;
	reg RegWirte_R;
	reg [1:0] RegSrc_R;
	reg [2:0] InstrCode_R;  
	always@(*) begin
		Cond <= Instr[31:28];
		Op <= Instr[27:26];
		Funct <= Instr[25:20];
		Rd <= Instr[15:12] ;
		Zbit <= Flags;
		OpCode <= Instr[24:21];
		ImmSrc_R <= 3;
		PCSrc_R <= 0;
		if (Cond == 4'b1110
			|| (Cond == 4'b0000 && Zbit == 1'b1)
			|| (Cond == 4'b0001 && Zbit == 1'b0))
			begin
				case(Op)
					2'b00:  
						begin
							case(OpCode)
								4'b0100:  
									begin
										PCSrc_R <= 1'b0;
										MemtoReg_R <= 1'b0;
										MemWrite_R <= 1'b0;
										ALUControl_R <= 1'b0;
										ALUSrc_R <= (Instr[25] == 0 ? 1'b0 : 1'b1);
										ImmSrc_R <= (Instr[25] == 0 ? 2'b00 : 2'b01);
										RegWirte_R <= 1'b1;
										RegSrc_R <= 2'b0;
										InstrCode_R <= 3'b000;
										FlagWrite <= (Instr[20] == 1 ? 1'b1 : 1'b0);
									end
								4'b0010:  
									begin
										PCSrc_R <= 1'b0;
										MemtoReg_R <= 1'b0;
										MemWrite_R <= 1'b0;
										ALUControl_R <= 1'b1;
										ALUSrc_R <= (Instr[25] == 0 ? 1'b0 : 1'b1);
										ImmSrc_R <= (Instr[25] == 0 ? 2'b00 : 2'b01);
										RegWirte_R <= 1'b1;
										RegSrc_R <= 2'b0;
										InstrCode_R <= 3'b001;
										FlagWrite <= (Instr[20] == 1 ? 1'b1 : 1'b0);
										end
								4'b1101:  
									begin
										PCSrc_R <= (Instr[15:12] == 4'b1111 ? 1'b1 : 1'b0);
										MemtoReg_R <= 1'b0;
										MemWrite_R <= 1'b0;
										ALUControl_R <= 1'b0;
										ALUSrc_R <= (Instr[25] == 0 ? 1'b0 : 1'b1);
										ImmSrc_R <= (Instr[25] == 0 ? 2'b00 : 2'b01);
										RegWirte_R <= 1'b1;
										RegSrc_R <= 2'b0;
										InstrCode_R <= 3'b010;
										FlagWrite <= (Instr[20] == 1 ? 1'b1 : 1'b0);
									end
								4'b1010:  
									begin
										PCSrc_R <= 1'b0;
										MemtoReg_R <= 1'bx;
										MemWrite_R <= 1'b0;
										ALUControl_R <= 1'b1;
										ALUSrc_R <= (Instr[25] == 0 ? 1'b0 : 1'b1);
										ImmSrc_R <= (Instr[25] == 0 ? 2'b00 : 2'b01);
										RegWirte_R <= 1'b0;
										RegSrc_R <= 2'b0;
										InstrCode_R <= 3'b011;
										FlagWrite <= 1'b1;
									end
								default:;  
							endcase
						end
					2'b01:  
						begin
							case(Instr[20])
								1'b0:  
									begin
										PCSrc_R <= 1'b0;
										MemtoReg_R <= 1'bx;
										MemWrite_R <= 1'b1;
										ALUControl_R <= (Instr[23] == 0 ? 1'b1 : 1'b0);
										ALUSrc_R <= (Instr[25] == 1 ? 1'b0 : 1'b1);
										ImmSrc_R <= (Instr[25] == 1 ? 2'b00 : 2'b10);
										RegWirte_R <= 1'b0;
										RegSrc_R[0] <= 1'b0;
										RegSrc_R[1] <= 1'b1;
										InstrCode_R <= 3'b100;
									end
								1'b1:  
									begin
										PCSrc_R <= (Instr[15:12] == 4'b1111 ? 1'b1 : 1'b0);
										MemtoReg_R <= 1'b1;
										MemWrite_R <= 1'b0;
										ALUControl_R <= (Instr[23] == 0 ? 1'b1 : 1'b0);
										ALUSrc_R <= (Instr[25] == 1 ? 1'b0 : 1'b1);
										ImmSrc_R <= (Instr[25] == 1 ? 2'b00 : 2'b10);
										RegWirte_R <= 1'b1;
										RegSrc_R <= 2'b0;
										InstrCode_R <= 3'b101;
									end
								default:;  
							endcase
						end
					2'b10:  
						begin
							case(Instr[24])
								1'b0:  
									begin
										PCSrc_R <= 1'b1;
										MemtoReg_R <= 1'b0;
										MemWrite_R <= 1'b0;
										ALUControl_R <= 1'b0;
										ALUSrc_R <= 1'b1;
										ImmSrc_R <= 2'b11;
										RegWirte_R <= 1'b0;
										RegSrc_R <= 2'b11;
										InstrCode_R <= 3'b110;
									end
								1'b1:  
									begin
										PCSrc_R <= 1'b1;
										MemtoReg_R <= 1'b0;
										MemWrite_R <= 1'b0;
										ALUControl_R <= 1'b0;
										ALUSrc_R <= 1'b1;
										ImmSrc_R <= 2'b11;
										RegWirte_R <= 1'b0;
										RegSrc_R <= 2'b11;
										InstrCode_R <= 3'b111;
									end
								default:;  
							endcase
						end
					default:;  
				endcase
			end
	end
	assign PCSrc = PCSrc_R;
	assign MemtoReg = MemtoReg_R;
	assign MemWrite = MemWrite_R;
	assign ALUControl = ALUControl_R;
	assign ALUSrc = ALUSrc_R;
	assign ImmSrc = ImmSrc_R;
	assign RegWrite = RegWirte_R;
	assign RegSrc = RegSrc_R;
	assign InstrCode = InstrCode_R;
endmodule
module Extend(
	ExtImm,
	Instr, ImmSrc
	);
 input [23:0] Instr;
 input [1:0] ImmSrc;
 output reg [31:0] ExtImm;
 wire [3:0] rotValue = Instr[11:8] * 2;
 wire [39:0] rotResult = {Instr[7:0], {24{1'b0}}, Instr[7:0]} >> rotValue;
	always @(*) begin
		case(ImmSrc)
			2'b00:;  
			2'b01:  
				begin
					ExtImm = rotResult[31:0];
				end
			2'b10:  
				begin
					ExtImm = {{20{1'b0}} ,Instr[11:0]};
				end
			2'b11:  
				begin
					ExtImm = {{6{Instr[23]}}, Instr[23:0], 2'b00};
				end
			default:
				ExtImm = {{6{Instr[23]}}, Instr[23:0], 2'b00};  
		endcase
	end
endmodule
module RegisterFile(
	RD1, RD2,
	CLK, A1, A2, A3, R15, WD3, WE3, InstrCode
	);
	input CLK;
	input [3:0] A1;
	input [3:0] A2;
	input [3:0] A3;
	input [31:0] R15;
	input [31:0] WD3;
	input WE3;
	input [2:0] InstrCode;
	output [31:0] RD1;
	output [31:0] RD2;
	reg [31:0] register[15:0];
	assign RD1 = (A1 == 4'b1111 ? R15 : register[A1]);
	assign RD2 = (A2 == 4'b1111 ? R15 : register[A2]);
	always@(negedge CLK) begin
		if(WE3 && A3 != 15)
			begin
				register[A3] <= WD3;
			end
		if(InstrCode == 3'b111) 
			begin
				register[14] <= R15 - 4;
			end
		register[15] <= R15;
	end
endmodule
```
**/design/flow/config.mk**
```make
export PLATFORM = sky130hd
export DESIGN_NAME = armreduced
export DESIGN_NICKNAME = armreduced
export VERILOG_FILES = /design/flow/design.v
export SDC_FILE = /design/flow/constraint.sdc
export NUM_CORES = 4
export LEC_CHECK = 1
export CORE_UTILIZATION = 30
```
**/design/flow/constraint.sdc**
```tcl
current_design armreduced

set clk_period 32.4
set clk_io_pct 0.2

create_clock -name clk0 -period $clk_period [get_ports {clk}]

set non_clock_inputs [all_inputs -no_clocks]
set_input_delay [expr $clk_period * $clk_io_pct] -clock clk0 $non_clock_inputs
set_output_delay [expr $clk_period * $clk_io_pct] -clock clk0 [all_outputs]
```
==> run summary <==
run metrics: status=finished, final reports clean, final hold violations=0, Power Density=between 60 and 70 nW/µm², design area=roughly 43,000 µm², FF-to-FF setup slack=24,510 ps, Clk pin slew, worst setup/hold paths=30 ps, post-CTS setup buffers=0, H-tree depth=2, endpoints left unconstrained=around 44, ys flop type=edfxtp_1, pin count of the biggest net entering global routing=108, RSZ-0062 raised after global routing=no, post-DR vias/cell=5.65, asr flop ratio synth=0, cell type with the largest total area=edfxtp_1, hold endpoint=rf.register[15][0], # port buffers=around 160, clk buf depth=3, leak pwr=~18 nW, WL final=154,000 µm, clk ins delay skew pair=between 600 and 700 ps, clock root buffer master=clkbuf_16, hold_buf cts=0, CP max FO=12, Critical Path Start Type=register, DRC violation count after routing=0, Synth Register Bits=between 500 and 600, Area Growth Syn to Fin=22.1%, crit path DAT=around 24,000 ps, Setup Viol. Count Final=0, drt wl/cell=around 26 µm, Mean Syn Cell Area=9.16 µm², Post-CTS Resized=0, Die Wd=~340 µm, pins over their slew limit=0, clk_skew=~47 ps, drt first pass iters=6, GRT overflow=0, top-area cell type share of the netlist area=0.410, Die ar.=roughly 120,000 µm², share of cells above drive strength 1=0.0928, dpl cell area=38,900 µm², count of unclocked register or latch pins=between 40 and 50, worst r2r src=PC_R[4], die span in y=344 µm, Setup Crit Path Kind=register to output port, CTS tree=built, Critical Path, Cell by Cell=ha_1, nand4_1, xnor2_1, nor2_1, a31o_2, o21ai_0, inv_1, ha_1, or3_1, nor4_1, a21bo_2, a211oi_1, o21ai_0, a21oi_1, xor2_1, a221oi_1, clkdlybuf4s50_1, yosys stat cell total=about 3,800, worst slew pin tran=approximately 1100 ps, CORE AREA=around 120,000 µm², relative slew slack=0.280, HP Class=register to register, gr usage total=0.267, Util after Layout=0.369, CP endpoint kind=output port, number of routed nets with antenna violations=0, r2r worst-path depth=20, synthesized instance count=~3,800, Max rail drop VDD=between 30 and 40 µV, highest-delay cell along the critical path=xnor2_1, Worst Path Required=between 20,000 and 30,000 ps, Vias=34,150, Hold Path Depth=0, Starting Density=0.303, Post-Syn Area=between 30,000 and 40,000 µm², gpl congestion=around 1.0, worst reg2reg endpoint=Flag_R, initial antenna violation count=7, Ports=169, total CTS buffers=roughly 59, Post-synth area hogs=edfxtp_1, nand2_1, o21ai_0, flip-flops with a built-in enable=480, maxcap violations=0, OpenROAD warning count=607, Fin Setup TNS=0 ps, Synth warnings=6, vias in the first global route=34,258, 1st-iter DRT viols=~2,700, first-pass GRT wire length=about 220,000 µm, # rows=125, Detailed Place HPWL=between 100,000 and 150,000 µm, Unique cell types=approximately 86, min-delay src=PC_R[0], Worst path max stage delay=830 ps, area figure in the yosys stat output=35,200 µm²
-- worst max-delay path by stage --
stage	startpoint	end	depth (start not counted)
global route	PC_R[4]	memaddr[25]	17
CTS	PC_R[9]	memaddr[25]	17
finish	PC_R[4]	memaddr[25]	17
-- cell usage after synthesis (all sizes together), types with 17 or more instances --
master and number:
a211oi 77, a21oi 182, a311oi 26, a31oi 126, and2 24, and3 37, buf 79, clkbuf 213
dfxtp 64, dlxtp 32, edfxtp 480, ha 69, inv 132, mux2 85, mux2i 111, nand2 604
nand2b 38, nand3 142, nand4 32, nor2 308, nor2b 65, nor3 78, nor4 17, o211ai 44
o21ai 272, o22ai 95, o31ai 22, xnor2 64, xor2 28
-- layout make-up --
type / count / area [µm²]
clock inverter: 592 / 2560
antenna: 1 / 2.50
fill: 11393 / 73300
sequential: 587 / 16300
inverter: 132 / 495
clock buffer: 59 / 1480
timing repair buffer: 315 / 2770
tap: 1524 / 1910
multi-input combinational: 2831 / 17400
-- placed cells by master (no fill, tap or decap), types with 26 or more instances in the layout --
master	netlist	layout
a211oi_1	77	76
a21oi_1	182	180
a311oi_1	26	26
a31oi_1	126	126
and3_1	37	36
buf_4	9	152
clkbuf_16	0	59
clkdlybuf4s50_1	0	155
dfxtp_1	64	64
dlxtp_1	32	32
edfxtp_1	480	480
ha_1	69	69
inv_1	126	683
mux2_2	84	82
mux2i_1	109	106
nand2_1	603	603
nand2b_1	38	37
nand3_1	142	141
nand4_1	32	32
nor2_1	308	299
nor2b_1	65	64
nor3_1	78	75
o211ai_1	44	44
o21ai_0	259	256
o22ai_1	95	95
xnor2_1	64	64
xor2_1	28	28
-- power breakdown --
part           total (mW)  internal [mW]  switching [mW]
combinational       0.839          0.287           0.552
clock               0.964          0.501           0.464
sequential          0.895          0.878          0.0178
-- state kept, by name, indices dropped and copies added, names as in the netlist --
signal / cells
cu.MemtoReg_R: 1
PC_R: 32
cu.MemWrite_R: 1
cu.RegWirte_R: 1
rf.register: 511
ext.ExtImm: 32
cu.ALUControl_R: 1
Flag_R: 1
cu.FlagWrite: 1
cu.RegSrc_R: 2
cu.ALUSrc_R: 1
cu.InstrCode_R: 3
-- through the flow --
stage,cells,power (mW),hold slack [ps],setup slack (ps)
after global placement,5390,1.82,460,1540
after floorplan,3843,1.43,385,4150
after detailed placement,5390,1.81,453,1620
after global routing,6041,2.86,472,1550
after CTS,6040,2.70,457,1900
final,6041,2.70,478,1890
-- worst max-delay path: cells and delay by family, from the launching register on --
family,cells,cell delay (ps)
compound gates,7,2670
simple gates,4,1380
xor+xnor,2,950
fa+ha+maj,2,910
buf+inv,2,690
flops,1,560
-- layer usage --
layer / vias to the layer above / wire length [µm] / share of wire / GRT usage
li1: 15430 / - / - / -
met1: 15986 / 53000 / 0.34 / 0.297
met2: 2258 / 67400 / 0.44 / 0.385
met3: 455 / 25100 / 0.16 / 0.181
met4: 21 / 8600 / 0.056 / 0.143
met5: - / 370 / 0.0024 / 0.0168
-- cells by family after synthesis --
logic type	share of synthesized area
AND/OR/NAND/NOR	0.179
AND-OR/OR-AND	0.190
flip-flops	0.446
buffers and inverters	0.0476
multiplexers	0.0698
XOR/XNOR	0.0229
adder cells (fa/ha/maj)	0.0257
latches	0.0184
other	0.000107
No activity file was given, so power comes from the tool's default toggle rates.
